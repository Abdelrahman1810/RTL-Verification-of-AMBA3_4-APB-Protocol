--- flow/config.mk ---
export PLATFORM = sky130hd
export DESIGN_NAME = APB_Master
export DESIGN_NICKNAME = APB_Master
export VERILOG_FILES = /design/flow/design.v
export SDC_FILE = /design/flow/constraint.sdc
export NUM_CORES = 4
export LEC_CHECK = 1
export CORE_UTILIZATION = 50
--- flow/constraint.sdc ---
current_design APB_Master

set clk_period 1.2
set clk_io_pct 0.2

create_clock -name clk0 -period $clk_period [get_ports {PCLK}]

set non_clock_inputs [all_inputs -no_clocks]
set_input_delay [expr $clk_period * $clk_io_pct] -clock clk0 $non_clock_inputs
set_output_delay [expr $clk_period * $clk_io_pct] -clock clk0 [all_outputs]
--- flow/design.v ---
module APB_Master #(
    parameter DATA_WIDTH = 32,
    parameter ADDR_WIDTH = 32,
    parameter NO_SLAVES  = 4
) (
    input PCLK                                  ,
    input PRESETn                               ,  
    input [ADDR_WIDTH-1 : 0]     PSI_ADDR       ,
    input                        PSI_WRITE      ,
    input [DATA_WIDTH-1 : 0]     PSI_WDATA      ,
    input                        Transfer       ,
    input [DATA_WIDTH-1 : 0]     PRDATA         ,
    input                        PSLVERR        ,
    input                        PREADY         ,
    output reg [DATA_WIDTH-1 : 0]    PSO_RDATA  ,
    output reg                       PSO_SLVERR ,
    output reg [ADDR_WIDTH-1 : 0]    PADDR      ,
    output reg [DATA_WIDTH-1 : 0]    PWDATA     ,
    output reg                       PWRITE     ,
    output reg [NO_SLAVES-1 : 0]     PSELx      ,
    output reg                       PENABLE    
);
    reg [2:0] NextState, CurrentState;
    localparam [2:0] IDLE   = 3'b001;
    localparam [2:0] SETUP  = 3'b010;
    localparam [2:0] ACCESS = 3'b100;
    always @(*) begin
        case (CurrentState)
            IDLE: begin
                if (Transfer) begin
                    NextState <= SETUP;
                end
                else begin
                    NextState <= IDLE;
                end
            end
            SETUP: begin
                NextState <= ACCESS;
            end
            ACCESS: begin
                if (PSLVERR) begin
                    NextState <= IDLE;
                end 
                else begin
                    if (PREADY & Transfer) begin
                        NextState <= SETUP;
                    end 
                    else if (PREADY & !Transfer) begin
                        NextState <= IDLE;
                    end
                    else begin
                        NextState <= ACCESS;
                    end
                end
            end
        endcase
    end
    always @(posedge PCLK or negedge PRESETn) begin
        if (!PRESETn) begin
            CurrentState <= IDLE;
        end else begin
            CurrentState <= NextState;
        end
    end
    always @(posedge PCLK or negedge PRESETn) begin
        if (!PRESETn) begin
            PENABLE    <= 0;
            PADDR      <= 0; 
            PWRITE     <= 0;
            PSO_RDATA  <= 0;
            PSO_SLVERR <= 0;
            PWDATA     <= 0;
        end
        else if (NextState == SETUP) begin
            PENABLE <= 0;
            PADDR   <= PSI_ADDR; 
            PWRITE  <= PSI_WRITE;
            if (PSI_WRITE == 1) begin  
                PWDATA <= PSI_WDATA;
            end else if (PSI_WRITE == 0) begin  
            end
        end
        else if (NextState == ACCESS) begin
            PENABLE = 1;
            if (PREADY == 1) begin
                if (PSI_WRITE == 0) begin
                    PSO_RDATA <= PRDATA;
                end
                PSO_SLVERR <= PSLVERR;
            end
        end
        else begin
            PENABLE <= 0;
        end
    end
    always @(posedge PCLK or negedge PRESETn) begin
        if (!PRESETn) begin
            PSELx <= 'b0;
        end
        else if (NextState == IDLE) begin
            PSELx <= 'b0;
        end
        else begin
            case (PSI_ADDR[31:30])
                'b00: PSELx <= 4'b0001;
                'b01: PSELx <= 4'b0010;
                'b10: PSELx <= 4'b0100;
                'b11: PSELx <= 4'b1000;
                default: begin
                   PSELx <= 'b0;
                end
            endcase
        end
    end
endmodule
--- flow/run.sh ---
#!/bin/bash
# OpenROAD 26Q1-2900-gdf79404cd8, Yosys 0.63+post, stock flow scripts
make -C /OpenROAD-flow-scripts/flow DESIGN_CONFIG=/design/flow/config.mk WORK_HOME=/design/flow/orfs finish
==> out/qor.csv <==
stage;metric;value;unit
status;run_status;complete, but fails checks;
status;violations;hold timing;
setup_path;rr_endpoint;PWDATA[28]$_DFFE_PN0P_;
detailed_routing;avgRoutedWirePerCell;18.86;µm
setup_path;cp_num_buf_inv;1;
layout;final_layout_size_suffix_gt1_frac;0.3846;
global_route;grt_pass1_wl;17080;µm
setup_path;crit_family;flip-flops;
clock_network;h-tree-depth;3;
detailed_routing;num_antenna_cells;0;
detailed_routing;via_per_inst;5.000;
power_and_ir_drop;power_density;1279;nW/µm²
setup_path;worstReg2RegStart;PWDATA[28]$_DFFE_PN0P_;
final_timing;post-route-min-period;1.177;ns
clock_network;path_clk_slew;0.09;ns
detailed_routing;dr.pass1.iters;2;
synthesis;synthCells;245;
setup_path;rrSetupSlack;0.17;ns
synthesis;yosysWarnings;1;
synthesis;ys_area;4111;µm²
setup_path;path_cells;clkdlybuf4s15_1;
clock_network;cts-root-buf;clkbuf_8;
final_timing;slew_headroom;0.5169;
final_timing;tightest_slew;0.7239;ns
layout;ff_latch_area;2699;µm²
clock_network;clock_path_buffers;2;
synthesis;syn_avg_cell_area;16.78;µm²
power_and_ir_drop;max-vdd-ir-drop;1.041;mV
die;fp_util;0.5239;
die;die_width;92.68;µm
place;gp_congestion;0.8076;
global_route;antenna_found_initial;0;
setup_path;r2r_cells;3;
place;post-dp-hpwl;8288;µm
layout;final_util;0.8056;
global_route;track_usage;0.2815;
flow_run;drv_cap;0;
detailed_routing;wirelength;11000;µm
layout;num-fill-cells;482;
setup_path;cp_max_fo;2;
setup_path;critPathKind;register to output port;
die;rows;32;
flow_run;warnings;28;
setup_path;slowest_delay;0.40;ns
detailed_routing;drtAntennaViolNets;0;
layout;area_growth;53.77;%
layout;final_area;6322;µm²
clock_network;numCtsBuffers;9;
setup_path;arrival;0.94;ns
clock_network;cts_tree;built;
synthesis;edf_count;0;
setup_path;crit_slowest_cell;dfrtp_1;
detailed_routing;drtIter0Drc;39;
synthesis;yosysUniqueCellTypes;24;
place;place_area;6324;µm²
synthesis;ys_cells;245;
final_timing;untimed_endpoints;7;
power_and_ir_drop;p_leak;2.941;nW
synthesis;ys.flops;109;
final_timing;post-route-period-util;0.9811;
die;die_area;8590;µm²
final_timing;timing.fmax;0.8494;GHz
min_path;hold_class;input port to async pin;
place;portBuffers;204;
final_timing;report.final.slew_viol_count;0;
layout;logic_area;1324;µm²
clock_network;worstSkewPairLatency;0.36;ns
synthesis;topCellsByArea;dfrtp_1 (64%), mux2_2 (17%), mux2_1 (8.2%);
final_timing;unclocked_pins;3;
final_timing;setup_viol;0;
synthesis;synth_area;4111;µm²
synthesis;yosys.area.top_type;dfrtp_1;
global_route;grt_pass1_vias;3102;
synthesis;ff_type;dfrtp_1;
setup_path;cp.required;0.96;ns
die;core-area;7848;µm²
synthesis;synthArstFlopShare;0.9725;
setup_path;startpoint;PSO_RDATA[23]$_DFFE_PN0P_;
synthesis;netlist.area_leader.share;0.6391;
global_route;grt_max_degree;31;
final_timing;fin_setup_tns;0;ns
setup_path;start_kind;register;
die;die_h;92.68;µm
final_timing;fin_worst_skew;0;ns
final_timing;hold_viol_final;20;
setup_path;cp-end-kind;output port;
final_timing;hold_ws;-0.1978;ns
die;ioPinCount;205;
detailed_routing;vias;2915;
global_route;grt-ovfl-total;0;
detailed_routing;drc_errors;0;
-- logic make-up after synthesis --
kind of cell    after synthesis  synth area share
mux                          98            0.2739
xor+xnor                      1          0.002131
latches                       3           0.01095
simple gates                 18           0.03500
buf+inv                      11           0.02221
flops                       106            0.6455
compound gates                8           0.01035
-- metrics by stage --
stage	std cells	power [mW]	hold slack, ns	setup WS (ns)
floorplan	245	4.579	-0.05559	0.1311
global placement	552	5.954	0.1889	-0.4272
detailed placement	552	6.055	0.1877	-0.4450
CTS	575	8.246	-0.2101	0.002113
global route	583	8.474	-0.1951	-0.006187
finish	583	8.085	-0.1978	0.02270
-- registers in the layout, summed over array words and instances (netlist names) --
name / count
PADDR: 32
PENABLE: 1
PWRITE: 1
PSO_RDATA: 32
PWDATA: 32
CurrentState: 3
PSO_SLVERR: 1
PSELx: 4
NextState: 3
-- layout by cell type (no fill, tap or decap), types with 4 or more instances in the layout --
| cell | n |
|---|---|
| dfrtp_1 | 105 |
| clkdlybuf4s50_1 | 99 |
| mux2_2 | 62 |
| clkbuf_2 | 53 |
| clkdlybuf4s15_1 | 32 |
| mux2_1 | 30 |
| buf_4 | 22 |
| buf_2 | 18 |
| clkbuf_8 | 10 |
| mux2_4 | 6 |
| nor3b_1 | 4 |
| o21ai_0 | 4 |
| buf_12 | 4 |
-- layout make-up --
cell class,count,area share
sequential,109,0.4269
multi-input combinational,125,0.2094
tap,102,0.02019
inverter,1,0.0005937
timing repair buffer,230,0.3081
clock inverter,4,0.01187
clock buffer,12,0.02296
-- power breakdown --
| part | leakage, nW | internal (mW) | switching (mW) |
|---|---|---|---|
| logic | 1.53 | 1.06 | 0.394 |
| registers | 1.31 | 4.02 | 0.239 |
| clock network | 0.103 | 1.23 | 1.13 |
| total | 2.94 | 6.32 | 1.77 |
-- synthesized netlist by cell type, types with 2 or more instances --
cell type,number
nor2_1,2
mux2_2,62
dlxtn_1,3
buf_6,6
nor3b_1,4
nor2b_1,3
a21oi_1,3
buf_2,4
mux2_4,6
dfrtp_1,105
o21ai_0,4
nand2b_1,2
mux2_1,30
-- metal layers --
| layer | GRT usage | wire length (µm) | up-vias |
|---|---|---|---|
| met5 | 0 | 0 | - |
| met4 | 0.06026 | 307 | 0 |
| met3 | 0.1011 | 1148 | 24 |
| met2 | 0.4500 | 5347 | 145 |
| met1 | 0.3957 | 4192 | 1425 |
| li1 | - | - | 1321 |
-- how the worst max path moves through the flow --
stage	to	cells after the start	slack [ns]
6_report	PSO_RDATA[23]	1	0.02
5_1_grt	PWDATA[28]	1	-0.006
4_1_cts	PSO_RDATA[25]	1	0.002
-- timing repair --
| item | CTS | global route |
|---|---|---|
| hold endpoints to repair | 20 | 20 |
| setup buffers | 6 | 8 |
| cloned | 1 | 0 |
| resized | 237 | 53 |
| setup endpoints to repair | 135 | 55 |
No activity file was given, so power comes from the tool's default toggle rates.
